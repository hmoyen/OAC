==> design.v <==
module instruction_decode(
    input clock,
    input reset,
    input write_enable,
    input branch_instruction_id_ex,
    input [31:0] instruction,
    input [31:0] pc,
    input [31:0] Din,
    input [4:0]  rw,
    input [4:0]  rd_ex_mem,
    input [4:0]  rd_mem_wb,
    output pc_load,
    output if_id_load,
    output          mem_re_out,
    output          mem_we_out,
    output          reg_file_write_out,
    output          branch_instruction,
    output  [1:0]   alu_op_out,
    output  [1:0]   select_mux_1_out,
    output  [1:0]   select_mux_2_out,
    output  [1:0]   select_mux_4_out,
    output  [31:0]  reg_a_out,
    output  [31:0]  reg_b_out,
    output  [31:0]  immediate_out,
    output  [31:0]  pc_out,           
    output  [6:0]   funct7e3_out
);
wire [4:0] s_ra, s_rb, s_rd;
wire [31:0] s_out_a, s_out_b, s_immediate;
wire s_pc_load, s_if_id_load, s_mux5_selector;
wire mem_re_int, mem_we_int, reg_file_write_int, branch_instruction_int;
wire [1:0] alu_op_int, select_mux_1_int, select_mux_2_int, select_mux_4_int;
hazard HAZARD(
    .clock(clock),
    .reset(reset),
    .rs1(s_ra),
    .rs2(s_rb),
    .opcode(instruction[6:0]),
    .rd_ex_mem(rd_ex_mem),
    .rd_mem_wb(rd_mem_wb),
    .branch_instruction_controller(branch_instruction_int),
    .branch_instruction_id_ex(branch_instruction_id_ex),
    .pc_load(s_pc_load),
    .if_id_load(s_if_id_load),
    .mux5_selector(s_mux5_selector)
);
controller CONTROLLER(
    .clock(clock),
    .reset(reset),
    .opcode(instruction[6:0]),
    .mem_re(mem_re_int),
    .mem_we(mem_we_int),
    .reg_file_write(reg_file_write_int),
    .branch_instruction(branch_instruction_int),
    .alu_op(alu_op_int),
    .select_mux_1(select_mux_1_int),
    .select_mux_2(select_mux_2_int),
    .select_mux_4(select_mux_4_int)
);
reg_file REGISTER_FILE (
    .ra(s_ra),
    .rb(s_rb),
    .we(write_enable),
    .Din(Din),
    .rw(rw),
    .clk(clock),
    .DoutA(s_out_a),
    .DoutB(s_out_b)
);
immediateG IMMEDIATE(
    .instruction(instruction),
    .immediate(s_immediate)
);
id_ex_reg ID_EX_REGISTER(
    .clk(clock),
    .reset(reset),  
    .mem_re_in(s_mux5_selector ? 1'b0 :  mem_re_int),
    .mem_we_in(s_mux5_selector ? 1'b0  : mem_we_int),
    .reg_file_write_in(s_mux5_selector ? 1'b0  : reg_file_write_int),
    .alu_op_in(s_mux5_selector ? 2'b0  : alu_op_int),
    .select_mux_1_in(s_mux5_selector ? 2'b0  : select_mux_1_int),
    .select_mux_2_in(ss_mux5_selector ? 2'b0  : elect_mux_2_int),
    .select_mux_4_in(s_mux5_selector ? 2'b0  : select_mux_4_int),
    .reg_a_in(s_out_a),
    .reg_b_in(s_out_b),
    .immediate_in(s_immediate),
    .pc_in(pc),
    .funct7e3_in(instruction[31:25]),
    .mem_re_out(mem_re_out),
    .mem_we_out(mem_we_out),
    .reg_file_write_out(reg_file_write_out),
    .alu_op_out(alu_op_out),
    .select_mux_1_out(select_mux_1_out),
    .select_mux_2_out(select_mux_2_out),
    .select_mux_4_out(select_mux_4_out),
    .reg_a_out(reg_a_out),
    .reg_b_out(reg_b_out),
    .immediate_out(immediate_out),
    .pc_out(pc_out),
    .funct7e3_out(funct7e3_out)
);
assign s_ra = instruction[19:15];
assign s_rb = instruction[24:20];
assign s_rd = instruction[11:7];
assign pc_load = s_pc_load;
assign if_id_load = s_if_id_load;
assign branch_instruction = branch_instruction_int;
endmodule
module controller (
    input               clock,
    input               reset,
    input       [6 :0]  opcode,
    output reg          mem_re,
    output reg          mem_we,
    output reg          reg_file_write,
    output reg          branch_instruction,
    output reg  [1 :0]  alu_op,
    output reg  [1 :0]  select_mux_1,
    output reg  [1 :0]  select_mux_2,
    output reg  [1 :0]  select_mux_4
);
    always @(posedge clock or posedge reset) begin
        if (reset) begin
            mem_re          <= 1'b0;
            mem_we          <= 1'b0;
            reg_file_write  <= 1'b0;
            alu_op          <= 2'b0;
            select_mux_1    <= 2'b0;
            select_mux_2    <= 2'b0;
            select_mux_4    <= 2'b0;
            branch_instruction <= 1'b0;
        end else begin
            case (opcode)
                7'b0110011: begin    
                    mem_re          <= 1'b0;
                    mem_we          <= 1'b0;
                    reg_file_write  <= 1'b1;
                    alu_op          <= 2'b10;
                    select_mux_1    <= 2'b0;
                    select_mux_2    <= 2'b1;
                    select_mux_4    <= 2'b0;
                    branch_instruction <= 1'b0;
                end    
                7'b0000011: begin    
                    mem_re          <= 1'b1;
                    mem_we          <= 1'b0;
                    reg_file_write  <= 1'b1;
                    alu_op          <= 2'b01;
                    select_mux_1    <= 2'b1;
                    select_mux_2    <= 2'b0;
                    select_mux_4    <= 2'b0;
                    branch_instruction <= 1'b0;
                end    
                7'b0100011: begin    
                    mem_re          <= 1'b0;
                    mem_we          <= 1'b1;
                    reg_file_write  <= 1'b0;
                    alu_op          <= 2'b00;
                    select_mux_1    <= 2'b1;
                    select_mux_2    <= 2'b0;
                    select_mux_4    <= 2'b01;
                    branch_instruction <= 1'b0;
                end
                7'b1100011: begin    
                    mem_re          <= 1'b0;
                    mem_we          <= 1'b0;
                    reg_file_write  <= 1'b0;
                    alu_op          <= 2'b00;
                    select_mux_1    <= 2'b0;
                    select_mux_2    <= 2'b0;
                    select_mux_4    <= 2'b0;
                    branch_instruction <= 1'b1;
                end
                default: begin       
                    mem_re          <= 1'b0;
                    mem_we          <= 1'b0;
                    reg_file_write  <= 1'b0;
                    alu_op          <= 2'b0;
                    select_mux_1    <= 2'b0;
                    select_mux_2    <= 2'b0;
                    select_mux_4    <= 2'b0;
                    branch_instruction <= 1'b0;
                end
            endcase
        end
    end
endmodule
module hazard(
    input clock,
    input reset,
    input [6:0] opcode,
    input [4:0] rs1,
    input [4:0] rs2,
    input [4:0] rd_ex_mem,
    input [4:0] rd_mem_wb,
    input branch_instruction_controller,
    input branch_instruction_id_ex,
    output pc_load,
    output if_id_load,
    output mux5_selector
);
parameter [6:0] RTYPE = 7'b0110011,
                STYPE = 7'b0100011,
                SBTYPE = 7'b1100011;
wire data_hazard;
assign data_hazard = ((opcode == RTYPE) || (opcode == STYPE) || (opcode == SBTYPE)) && 
                     (((rs1 != 0) && ((rs1 == rd_ex_mem) || (rs1 == rd_mem_wb))) ||
                     ((rs2 != 0) && ((rs2 == rd_ex_mem) || (rs2 == rd_mem_wb))));
assign pc_load = ~(branch_instruction_controller || branch_instruction_id_ex || data_hazard);
assign if_id_load = ~(data_hazard || branch_instruction_controller || branch_instruction_id_ex);
assign mux5_selector = data_hazard || branch_instruction_id_ex;
endmodule
module id_ex_reg (
    input               clk,
    input               reset,
    input               mem_re_in,
    input               mem_we_in,
    input               reg_file_write_in,
    input       [1:0]   alu_op_in,
    input       [1:0]   select_mux_1_in,
    input       [1:0]   select_mux_2_in,
    input       [1:0]   select_mux_4_in,
    input       [31:0]  reg_a_in,
    input       [31:0]  reg_b_in,
    input       [31:0]  immediate_in,
    input       [31:0]  pc_in,            
    input       [6:0]   funct7e3_in,
    output reg          mem_re_out,
    output reg          mem_we_out,
    output reg          reg_file_write_out,
    output reg  [1:0]   alu_op_out,
    output reg  [1:0]   select_mux_1_out,
    output reg  [1:0]   select_mux_2_out,
    output reg  [1:0]   select_mux_4_out,
    output reg  [31:0]  reg_a_out,
    output reg  [31:0]  reg_b_out,
    output reg  [31:0]  immediate_out,
    output reg  [31:0]  pc_out,           
    output reg  [6:0]   funct7e3_out
);
    always @(posedge clk or posedge reset) begin
        if (reset) begin
            mem_re_out          <= 1'b0;
            mem_we_out          <= 1'b0;
            reg_file_write_out  <= 1'b0;
            alu_op_out          <= 2'b0;
            select_mux_1_out    <= 2'b0;
            select_mux_2_out    <= 2'b0;
            select_mux_4_out    <= 2'b0;
            reg_a_out           <= 32'b0;
            reg_b_out           <= 32'b0;
            immediate_out       <= 32'b0;
            pc_out              <= 32'b0;   
            funct7e3_out        <= 7'b0;
        end else begin
            mem_re_out          <= mem_re_in;
            mem_we_out          <= mem_we_in;
            reg_file_write_out  <= reg_file_write_in;
            alu_op_out          <= alu_op_in;
            select_mux_1_out    <= select_mux_1_in;
            select_mux_2_out    <= select_mux_2_in;
            select_mux_4_out    <= select_mux_4_in;
            reg_a_out           <= reg_a_in;
            reg_b_out           <= reg_b_in;
            immediate_out       <= immediate_in;
            pc_out              <= pc_in;     
            funct7e3_out        <= funct7e3_in;
        end
    end
endmodule
module immediateG(
    input   [31:0]      instruction,
    output  [31:0]      immediate 
);
    assign immediate =  ( instruction[6:0] == 7'b0000011 ) ? {{20{instruction[31]}}, instruction[31:20]                                     } :  
                        ( instruction[6:0] == 7'b1100011 ) ? {{20{instruction[31]}}, instruction[31], instruction[30:25], instruction[11:7] } :  
                        ( instruction[6:0] == 7'b0100011 ) ? {20'b0, instruction[31:25], instruction[11:7]                                  } :  
                        32'b0;  
endmodule              module mod_reg(
        input [31:0] in, 
        input clk, 
        input load, 
        input reset,
        output reg [31:0] out
        );
    always @(posedge clk) begin
        if(reset) begin
            out = 1'b0;
        end else begin
            if(load == 1'b1) out = in; 
        end
    end
endmodule
module reg_file (
    input   [4:0]   ra,     
    input   [4:0]   rb,         
    input           we,      
    input   [31:0]  Din,       
    input   [4: 0]  rw,      
    input           clk,              
    output  [31:0]  DoutA, 
    output  [31:0]  DoutB  
);
    wire [31:0] r_out [31:0];    
    reg [31:0] we_reg;           
    integer j;
    initial begin
        we_reg <= 32'b0;         
    end
    always @ (*) begin
        for(j = 0; j < 32; j = j + 1)
            we_reg[j] <= 1'b0;               
        if(we == 1'b1) we_reg[rw] <= 1'b1;   
    end
    mod_reg x0 (.in(32'b0), .clk(clk), .load(1'b1), .out(r_out[0]), .reset(1'b0));     
    genvar i;        
    generate    
        for(i = 1; i < 32; i = i+1) begin
            mod_reg xI (.in(Din), .clk(clk), .load(we_reg[i]), .out(r_out[i]), .reset(1'b0));  
        end
    endgenerate
    assign DoutA = r_out[ra];
    assign DoutB = r_out[rb];
endmodule
==> run.sh <==
#!/bin/bash
# OpenROAD 26Q1-2900-gdf79404cd8, Yosys 0.63+post, stock flow scripts
make -C /OpenROAD-flow-scripts/flow DESIGN_CONFIG=/design/flow/config.mk WORK_HOME=/design/flow/orfs finish
==> config.mk <==
export PLATFORM = sky130hd
export DESIGN_NAME = instruction_decode
export DESIGN_NICKNAME = instruction_decode
export VERILOG_FILES = /design/flow/design.v
export SDC_FILE = /design/flow/constraint.sdc
export NUM_CORES = 4
export LEC_CHECK = 1
export CORE_UTILIZATION = 30
export SYNTH_HDL_FRONTEND = slang
==> constraint.sdc <==
current_design instruction_decode

set clk_period 4.1
set clk_io_pct 0.2

create_clock -name clk0 -period $clk_period [get_ports {clock}]

set non_clock_inputs [all_inputs -no_clocks]
set_input_delay [expr $clk_period * $clk_io_pct] -clock clk0 $non_clock_inputs
set_output_delay [expr $clk_period * $clk_io_pct] -clock clk0 [all_outputs]
==> results.ini <==
[outcome]
status = finished clean

[clock_network]
cts_root_buffer = clkbuf_16
cts.clk_slew.worst_paths_ns = 0.06
cts_resized = 0
hold_buffers = 0
cts_tree = yes
cts_setup_buffers = 0
cts_htree_levels = 3
cts.sinks = 1119
cts_buffers = 113
cts_buffer_depth = 3
insertion_delay_ns = 0.76

[yosys]
edf_count = 992
synth.distinct_cells = 46
syn_avg_cell_area_um2 = 19.71
ys_seq_frac = 0.6621
synth_chip_area_mm2 = 0.04979
syn-instance-count = 2526
synthArstFlopShare = 0.1135
ys_seq_elements = 1119
netlist_area_mm2 = 0.04979
synthFlopType = edfxtp_1
ys_cells = 2526
synth_warnings = 2

[flow_run]
maxCapViolCount = 0
warnings = 29

[grt]
grt_max_degree = 99
grt_pass1_vias = 30680
grt_pass1_wl_um = 210700
antenna_found_initial = 15
grt-ovfl-total = 0
grt.total_usage = 0.1877

[worst_setup_path]
r2r_setup_slack_ns = 2.40
worstSetupEndpointType = output pin
worstPathRequired_ns = 3.28
worst-path-max-fanout = 6
cp-start-kind = input port
worstPathArrival_ns = 2.82
path_class = in -> out

[timing]
rsz0062_at_grt = false
worstMarginPinSlew_ns = 1.005
whs_ns = 0.4536
fin_ws_ns = 0.4649
hold_viol = 0
finalSetupViolCount = 0
tns_ns = 0
relSlewSlack = 0.3281
fin_worst_skew_ns = 0.04508
min_period_ns = 3.635
fmax_mhz = 275.1
drv_slew = 0
finalCritPeriodShare = 0.8866

[detailed_routing]
first_pass_iters = 5
drtIter0Drc = 1697
routed_wl_um = 146800
vias = 27270
drc = 0
antenna_left = 0
viasPerCell = 5.350
wl_per_cell_um = 28.81

[floorplanning]
fp_util = 0.3021
fp.dieW_um = 409.4
die_h_um = 409.4
rows = 149
io_pins = 264
chip_area_mm2 = 0.1676
core_area_mm2 = 0.1648

[power_and_ir_drop]
power.leakage_nw = 19.29
power-per-cell-area_mw_per_mm2 = 424.8
ir_worst_vdd_uv = 330.0

[placed_design]
gpl.final_weighted_congestion = 0.8585
dp_slack_ns = 0.4578
portBuffers = 256
place_area_mm2 = 0.05585
dp.final_hpwl_um = 80540
dp_cells = 4885

[finish]
fin_cells = 5097
final_cell_mix = edfxtp_1 (992), mux4_2 (448), clkdlybuf4s50_1 (248), mux2i_1 (139), dfrtp_1 (127)
final_cell_area_mm2 = 0.05957
drive_gt1_frac = 0.3065
synthToLayoutAreaGrowth_pct = 19.65
layout_top_cell = edfxtp_1

[worst_hold_path]
hp-class = in -> reg

power by group:
| group | switching, mW | total, mW | internal, mW | leakage (nW) |
|---|---|---|---|---|
| logic | 1.13 | 2.17 | 1.04 | 6.99 |
| registers | 0.0988 | 12.7 | 12.6 | 10.5 |
| clock network | 4.48 | 10.4 | 5.92 | 1.82 |
layout make-up:
type                       count  area, µm²
timing repair buffer         387       4270
tap                         2189       2739
multi-input combinational   1186      15850
clock buffer                 155       3131
fill                       15010     105200
clock inverter                56      589.3
antenna                        1      2.502
inverter                       4      22.52
sequential                  1119      32970
state kept, by name, summed over array words and instances, names as in the netlist:
register and cells:
CONTROLLER.alu_op 1, CONTROLLER.branch_instruction 1, CONTROLLER.mem_re 1, CONTROLLER.mem_we 1, CONTROLLER.reg_file_write 1, CONTROLLER.select_mux_1 1, ID_EX_REGISTER.alu_op_out 1, ID_EX_REGISTER.funct7e3_out 7
ID_EX_REGISTER.immediate_out 13, ID_EX_REGISTER.mem_re_out 1, ID_EX_REGISTER.pc_out 32, ID_EX_REGISTER.reg_a_out 32, ID_EX_REGISTER.reg_b_out 32, ID_EX_REGISTER.reg_file_write_out 1, ID_EX_REGISTER.select_mux_1_out 1, ID_EX_REGISTER.select_mux_4_out 1
REGISTER_FILE.genblk1.xI.out 992
per-layer routing:
| layer | vias up | track usage | wire length, µm |
|---|---|---|---|
| li1 | 11320 | - | - |
| met1 | 13730 | 0.2126 | 48470 |
| met2 | 1955 | 0.2720 | 66380 |
| met3 | 235 | 0.1625 | 28210 |
| met4 | 28 | 0.03525 | 3515 |
| met5 | - | 0.006034 | 256 |
logic make-up after synthesis:
| logic type | after synthesis | share of synthesized area |
|---|---|---|
| flops | 1119 | 0.6621 |
| mux | 651 | 0.2451 |
| compound gates | 302 | 0.04548 |
| xor+xnor | 20 | 0.003518 |
| simple gates | 209 | 0.01857 |
| buf+inv | 224 | 0.02520 |
| other cells | 1 | 0.00007531 |
critical path: stages:
cell	delay [ns]
clkdlybuf4s50_1	0.76
xnor2_1	0.14
nand3_1	0.10
o22ai_1	0.12
a221oi_1	0.34
clkdlybuf4s50_1	0.53
through the flow:
stage               utilization  power (mW)
floorplan                     -       14.12
global placement         0.3389       15.17
detailed placement       0.3389       15.17
CTS                      0.3615       25.58
global route             0.3615       26.14
finish                   0.3615       25.31
synthesized netlist by cell type (39+ instances only):
library cell / instances / area, µm²
o21ai_0: 62 / 310.3
nand2_1: 89 / 334.1
mux2i_1: 139 / 1391
mux2_2: 64 / 720.7
a221oi_1: 39 / 341.6
mux4_2: 448 / 10090
dfrtp_1: 127 / 3178
buf_2: 67 / 335.3
nor2_1: 74 / 277.8
o22ai_1: 66 / 412.9
buf_4: 46 / 345.3
clkbuf_1: 75 / 281.5
edfxtp_1: 992 / 29790
worst paths after layout:
| check | from | endpoint | depth (start not counted) |
|---|---|---|---|
| setup / recovery | instruction[19] | pc_load | 6 |
| hold / removal | instruction[22] | ID_EX_REGISTER.immediate_out[2] | 2 |
| setup reg to reg | REGISTER_FILE.genblk1[13].xI.out[31] | ID_EX_REGISTER.reg_a_out[31] | 4 |
| hold reg to reg | CONTROLLER.reg_file_write | ID_EX_REGISTER.reg_file_write_out | 2 |
| max in group asynchronous | reset | ID_EX_REGISTER.reg_b_out[30] | 3 |
| min in group asynchronous | reset | ID_EX_REGISTER.pc_out[0] | 2 |
Power figures rest on the tool's default switching activity, not on a simulated workload.
