--- flow/run.sh ---
#!/bin/bash
# OpenROAD 26Q1-2900-gdf79404cd8, Yosys 0.63+post, stock flow scripts
make -C /OpenROAD-flow-scripts/flow DESIGN_CONFIG=/design/flow/config.mk WORK_HOME=/design/flow/orfs finish
--- flow/config.mk ---
export PLATFORM = sky130hd
export DESIGN_NAME = instruction_fetch
export DESIGN_NICKNAME = instruction_fetch
export VERILOG_FILES = /design/flow/design.v
export SDC_FILE = /design/flow/constraint.sdc
export NUM_CORES = 4
export LEC_CHECK = 1
export CORE_UTILIZATION = 50
export SYNTH_HDL_FRONTEND = slang
export SYNTH_MEMORY_MAX_BITS = 65536
--- flow/constraint.sdc ---
current_design instruction_fetch

set clk_period 5.1
set clk_io_pct 0.2

create_clock -name clk0 -period $clk_period [get_ports {clock}]

set non_clock_inputs [all_inputs -no_clocks]
set_input_delay [expr $clk_period * $clk_io_pct] -clock clk0 $non_clock_inputs
set_output_delay [expr $clk_period * $clk_io_pct] -clock clk0 [all_outputs]
--- flow/design.v ---
module memory_inst(
    input   [31:0]  addr,        
    input   [31:0]  Din,         
    input           we,          
    input           re,          
    input           clk,
    output  [31:0]  out  
);
    integer i;
    parameter size = 256;
    reg [31:0] memory [size - 1:0];    
    initial begin                    
        for(i = 0; i < size; i = i + 1) begin
            memory[i] = 32'b0; 
        end      
        memory[0] = 32'b000000000011_00000_010_00001_0000011;  
        memory[1] = 32'b000000000011_00000_010_00010_0000011;  
        memory[2] = 32'b000000000111_00000_010_00011_0000011;  
        memory[3] = 32'b000000000100_00000_010_00100_0000011;  
        memory[4] = 32'b000000000011_00000_010_00101_0000011;  
        memory[5] = 32'b0000000_00101_00001_000_01010_0110011;  
        memory[6] = 32'b0_000000_00001_00001_000_1000_0_1100011;
        memory[7] = 32'b000000000011_00000_010_00101_0000011;  
        memory[22] = 32'b0000000_00010_00010_000_01011_0110011;  
    end
    always@(posedge clk) begin
        if(we == 1'b1) begin
            memory[addr] <= Din;
        end
    end
assign out = re ? memory[addr] : out;
endmodule
module mux_2 #(
    parameter WIDTH = 32
) (
    input  select,
    input  [WIDTH-1:0]    D0,
    input  [WIDTH-1:0]    D1,
    output [WIDTH-1:0]    out
);
assign out = ( select == 1'b0   ) ? D0 : D1;
endmodule
module if_id_register(
    input clock,
    input reset,
    input load,
    input [31:0] instruction_in,
    input [31:0] pc_in,
    output [31:0] instruction_out,
    output [31:0] pc_out
);
reg [31:0] instruction, pc;
always @(posedge clock) begin
    if(reset) begin
        instruction <= 32'b0;
        pc <= 32'b0;
    end else if (load) begin
        instruction <= instruction_in;
        pc <= pc_in;
    end else begin
        instruction <= instruction;
        pc <= pc;
    end
end
assign instruction_out = instruction;
assign pc_out = pc;
endmodule
module instruction_fetch(
    input clock,
    input reset,
    input pc_load,
    input if_id_load,
    input mux3_selector,
    input [31:0] pc_branch_in,
    output [31:0] pc_out,
    output [31:0] instruction_out
);
parameter WIDTH_PC = 32;
wire [WIDTH_PC - 1:0] s_pc_out, s_pc_in, s_instruction_out;
mux_2 #(
    .WIDTH(32)
) MUX3 (
    .select(mux3_selector),
    .D0(s_pc_out + 32'd1),
    .D1(pc_branch_in),
    .out(s_pc_in)
);
pc PC(
    .clock(clock),
    .reset(reset),
    .load(pc_load),
    .pc_in(s_pc_in),
    .pc_out(s_pc_out)
);
memory_inst MEM_INSTRUCION (
    .addr(s_pc_out),
    .Din(32'b0),
    .we(1'b0),
    .re(1'b1),
    .clk(clock),
    .out(s_instruction_out)
);
if_id_register IF_ID (
    .clock(clock),
    .load(if_id_load),
    .reset(reset),
    .instruction_in(s_instruction_out),
    .pc_in(s_pc_out),
    .instruction_out(instruction_out),
    .pc_out(pc_out)
);
endmodule
module pc(
    input clock,
    input reset,
    input load,
    input [31:0] pc_in,
    output [31:0] pc_out
);
reg [31:0] pc;
    always @(negedge clock) begin
        if(reset) begin
            pc <= 32'b0;
        end else if(load) begin
            pc <= pc_in;
        end else begin
            pc <= pc;
        end
    end
assign pc_out = pc;
endmodule
==> summary.txt <==
RSZ-0062 raised after global routing - false
DR top layer - met4
Hold depth - 2
Synth Cell Area - 0.00404 sq mm
Critical path class - input port to flip-flop
Residual DRC count - 0
DR WL/cell - 15.8 microns
Most used flip-flop cell - dfxtp_1
Initial antenna violation count - 0
Buffers added on ports - 84
Setup Skew - 54.3 ps
CTS tree - yes
# setup viols final - 0
First-pass GRT wire length - 18400 microns
Post-synthesis cell count from yosys - 492
Crit Path Max Fanout - 28
Outcome - completed
Avg Inst Size Synth - 8.20 sq um
Die Size - 0.00843 sq mm
Count of cell types in the netlist - 58
DP HPWL - 7830 microns
Share of layout cells above drive strength 1 - 7.30%
DR vias - 4093
Final WL - 11100 microns
CTS sink cnt - 77
Vias in the first global route - 3665
Worst endpoint required time - 2810 ps
CTS HTree Levels - 3
Total global routing overflow - 0
Hold Path Class - flip-flop to flip-flop
Routed wl met2 - 4680 microns
Yosys Chip Area - 0.00404 sq mm
Wire length on met3 - 871 microns
Post-CTS Setup Repair Bufs - 0
Post-Layout Cell Count - 705
GR Util All Layers - 28.1%
CTS hold repair buffers - 0
Row cnt - 32
Worst path arrival time - 2620 ps
Largest cells by area - dfxtp_1 38%, mux2i_1 8.2%, nor2_1 6.4%, nand2_1 3.8%, buf_4 3.5%
CTS Root Buffer Type - clkbuf_8
Leak pwr - 2.04 nW
Post-synth EDFFs - 0
Initial Utilization - 51.9%
Worst rel slew slack - 56.6%
Max-area cell share - 38.2%
Via density - 5.81
Reg area - 0.00154 sq mm
Total tool warning count - 61
Die width - 91.8 microns
Met1 WL - 5340 microns
Max Cap Viol - 0
Drt pass-1 iters - 5
Post-DP Area - 0.00493 sq mm
Fill count - 620
Slew @ Worst Pin - 645 ps
Largest area contributor in the netlist - dfxtp_1
Pwr dens - 272 mW/mm^2
Peak VDD IR - 0.149 mV
Worst-case reg-to-reg path depth - 6
Max-slew violation count - 0
Synth Warn # - 0
Finished Cell Area - 0.00525 sq mm
Clk buf depth - 2
Antenna diodes - 0
Final GP Congestion - 0.937
Insertion Delay late pin - 390 ps
Post_cts resized - 0
P&R area growth vs syn - 30.1%
Io pins - 101
Gate Count Post-Synth - 492
Hold Fails Final Rpt - 0
Async set-or-reset flop fraction in the synthesized netlist - 0%
Fin Hold WS - 470 ps
Placed cell count - 658
Die Y-Extent - 91.8 microns
Core Box Area - 0.00777 sq mm
Post-synthesis sequential area ratio - 38.2%
Iteration-0 DRC Markers - 259
DRT antenna net count - 0
Synthesized flop and latch total - 77
Setup crit start kind - input port
Worst-path clk slew - 90 ps
Tot Pwr - 1.43 mW
Crit. End Element - flip-flop
Total CTS buffers - 9
Logic area - 0.00220 sq mm
Largest net degree at the start of global routing - 41
Reg-to-reg setup timing slack - 550 ps
-- critical path: stages --
cell and delay (ps):
clkdlybuf4s50_1 580, buf_4 320, inv_2 170, o41ai_1 90, a21oi_1 110, a2111oi_0 320
-- area by class of cell --
type	count	share of cell area, %
Timing Repair Buffer	106	19.2
Clock inverter	35	3.05
Inverter	15	1.07
Clock buffer	13	3.05
Multi-Input combinational cell	357	41.8
Sequential cell	77	29.4
Tap cell	102	2.43
-- path summary, 6_finish.rpt --
path                                                  end                 startpoint
worst min register to register  IF_ID.instruction_out[16]  IF_ID.instruction_out[16]
worst max-delay path                        PC.pc_out[10]              mux3_selector
worst max register to register   IF_ID.instruction_out[9]               PC.pc_out[0]
worst min-delay path            IF_ID.instruction_out[16]  IF_ID.instruction_out[16]
-- cells by family (layout without fill, tap and decap cells) --
group,count (synthesis),count (layout),share of synthesized area (%)
AND-OR/OR-AND,111,111,19.8
adder cells (fa/ha/maj),5,5,1.55
buffers and inverters,73,169,8.74
flip-flops,77,77,38.2
multiplexers,34,34,8.47
other,1,16,0.0929
AND/OR/NAND/NOR,191,191,23.1
-- metal layers --
| metal | up-vias | track usage, % |
|---|---|---|
| met5 | - | 0 |
| met4 | 0 | 5.60 |
| met3 | 25 | 4.56 |
| met2 | 201 | 39.2 |
| met1 | 1870 | 47.3 |
| li1 | 1997 | - |
-- flip-flops by register name (all words and copies together), names as in the netlist --
name / count
IF_ID.pc_out: 32
PC.pc_out: 32
IF_ID.instruction_out: 13
-- report_power, final --
part	internal [mW]	switching, mW
clock network	0.288	0.281
registers	0.632	0.0367
logic	0.102	0.0858
total	1.02	0.403
-- per-stage QoR --
| stage | setup slack, ps | setup TNS (ps) | util [%] |
|---|---|---|---|
| 4_1_cts | 218 | 0 | 67.6 |
| 6_report | 192 | 0 | 67.6 |
| 5_1_grt | 2.38 | 0 | 67.6 |
| 3_5_place_dp | -179 | -1400 | 63.5 |
| 3_3_place_gp | -114 | -953 | 63.5 |
| 2_1_floorplan | 233 | 0 | - |
-- cell usage in the layout (no fill, tap or decap), types with 4 or more instances in the layout --
| cell type | n |
|---|---|
| o32ai_1 | 5 |
| ha_1 | 5 |
| clkbuf_8 | 9 |
| and4_1 | 4 |
| a31oi_1 | 7 |
| a22oi_1 | 6 |
| or4_1 | 4 |
| a21oi_1 | 22 |
| dfxtp_1 | 77 |
| nand2_1 | 41 |
| nor2_1 | 69 |
| inv_1 | 44 |
| a2111oi_0 | 4 |
| buf_4 | 21 |
| o41ai_1 | 4 |
| conb_1 | 16 |
| nor3_1 | 9 |
| mux2i_1 | 33 |
| nand4_1 | 14 |
| nand2b_1 | 5 |
| nand3_1 | 15 |
| clkdlybuf4s50_1 | 82 |
| a211oi_1 | 8 |
| o21ai_0 | 7 |
| o21ai_1 | 9 |
| nor4_1 | 16 |
| a32oi_1 | 4 |
-- cells in the mapped netlist (all sizes together) (2+ instances only) --
library cell  instances
a2111oi               5
a211oi                8
a21oi                22
a221o                 2
a22o                  2
a22oi                 6
a311o                 3
a311oi                2
a31o                  2
a31oi                 7
a32o                  3
a32oi                 4
a41oi                 2
and2                  4
and3                  3
and4                  4
buf                  33
clkbuf               24
dfxtp                77
ha                    5
inv                  16
mux2i                33
nand2                41
nand2b                5
nand3                15
nand4                15
nor2                 69
nor2b                 2
nor3                  9
nor4                 17
o211ai                3
o21a                  3
o21ai                16
o22ai                 2
o31ai                 3
o32ai                 5
o41ai                 4
or4                   4
No activity file was given, so power comes from the tool's default toggle rates.
