## flow/config.mk

```make
export PLATFORM = sky130hd
export DESIGN_NAME = ex
export DESIGN_NICKNAME = ex
export VERILOG_FILES = /design/flow/design.v
export SDC_FILE = /design/flow/constraint.sdc
export NUM_CORES = 4
export LEC_CHECK = 1
export CORE_UTILIZATION = 30
export SYNTH_HDL_FRONTEND = slang
```

## flow/constraint.sdc

```tcl
current_design ex

set clk_period 1.0
set clk_io_pct 0.2

create_clock -name clk0 -period $clk_period [get_ports {clk}]

set non_clock_inputs [all_inputs -no_clocks]
set_input_delay [expr $clk_period * $clk_io_pct] -clock clk0 $non_clock_inputs
set_output_delay [expr $clk_period * $clk_io_pct] -clock clk0 [all_outputs]
```

## flow/run.sh

```bash
#!/bin/bash
# OpenROAD 26Q1-2900-gdf79404cd8, Yosys 0.63+post, stock flow scripts
make -C /OpenROAD-flow-scripts/flow DESIGN_CONFIG=/design/flow/config.mk WORK_HOME=/design/flow/orfs finish
```

## flow/design.v

```verilog
module add_sub32 (
    input             op,
    input   [31:0]    A,
    input   [31:0]    B,
    output  [31:0]    R,
    output            carryOut
);
    wire [32:0] result;
    assign result = !op ? A + B : A + ((~B) + 1); 
    assign R = result[31:0];
    assign carryOut = op ? result[32] : 1'b0;
endmodule
module alu_dp (
    input   [2: 0]    op,
    input   [31:0]    A,
    input   [31:0]    B,
    output  [3: 0]    flags,
    output  [31:0]    R
);
    wire eq, lt, gt;
    wire opAddSub = op[0];
    wire [31:0] resultAddSub;
    wire [31:0] resultOr;
    wire [31:0] resultXor;
    wire [31:0] resultAnd;
    comparator LOGIC (
            .A      ( A     ),
            .B      ( B     ),
            .eq     ( eq    ),
            .lt     ( lt    ),
            .gt     ( gt    )
    );
    assign flags[0] = !(eq);
    assign flags[1] = eq;
    assign flags[2] = lt;
    assign flags[3] = gt;
    add_sub32 ARITHMETIC (
            .op         ( opAddSub      ),
            .A          ( A             ),
            .B          ( B             ),
            .R          ( resultAddSub  ),
            .carryOut   (               )
    );
    mod_or OR (
        .A ( A          ),
        .B ( B          ),
        .R ( resultOr   )
    );
    mod_xor XOR (
        .A ( A          ),
        .B ( B          ),
        .R ( resultXor  )
    );
    mod_and AND (
        .A ( A          ),
        .B ( B          ),
        .R ( resultAnd  )
    );
    assign R =  ( (op ==  3'd0) || (op ==  3'd1) ) ? resultAddSub :  
                (  op ==  3'd2 ) ? resultAnd :                       
                (  op ==  3'd3 ) ? resultOr  :                       
                (  op ==  3'd4 ) ? resultXor :                       
                32'b0;                              
endmodule
module alu_uc (
    input               clk,
    input       [6:0]   funct7e3, 
    input       [1:0]   aluOp,
    input       [3:0]   flags,
    output              branch,
    output reg  [2:0]   op
);
parameter   add     = 3'd0,
            sub     = 3'd1,
            _and    = 3'd2,
            _or     = 3'd3,
            _xor    = 3'd4;
always @(*) begin
    case(aluOp)
        2'b00: begin
            op <= add;
        end
        2'b01: begin                 
            casex(funct7e3)
                7'bxxxx000: begin    
                    op <= add;
                end
            endcase
        end
        2'b10: begin                 
            casex(funct7e3)
                7'b0000000: begin    
                    op <= add;
                end
                7'b0100000: begin    
                    op <= sub;
                end
                7'bxxxx111: begin    
                    op <= _and;
                end
                7'bxxxx110: begin    
                    op <= _or;
                end
                7'bxxxx100: begin    
                    op <= _xor;
                end
                default: begin
                    op <= add;
                end
            endcase
        end
        default: begin
            op <= add;
        end
    endcase
end
    assign branch = funct7e3[2:0] == 3'b001 ? flags[0]:   
                    (funct7e3[2:0] == 3'b000 ? flags[1]:   
                    (funct7e3[2:0] == 3'b100 ? flags[2]:   
                    (funct7e3[2:0] == 3'b101 ? flags[3]:   
                    1'b0)));
endmodule
module mod_and (
    input   [31:0]    A,
    input   [31:0]    B,
    output  [31:0]    R
);
    assign R = A & B;
endmodule
module comparator (
    input   [31:0]    A,
    input   [31:0]    B,
    output            eq,
    output            lt,
    output            gt
);
    assign eq = ( A == B ); 
    assign lt = ( A <  B ); 
    assign gt = ( A >  B ); 
endmodule
module mod_or (
    input   [31:0]    A,
    input   [31:0]    B,
    output  [31:0]    R
);
    assign R = A | B;
endmodule
module mod_xor (
    input   [31:0]    A,
    input   [31:0]    B,
    output  [31:0]    R
);
    assign R = A ^ B;
endmodule
module mux_4 (
    input  [1 :0]    select,
    input  [31:0]    D0,
    input  [31:0]    D1,
    input  [31:0]   D2,
    input  [31:0]   D3,
    output [31:0]   out
);
assign out = ( select == 2'd0   ) ? D0 : 
             ( select == 2'd1   ) ? D1 : 
             ( select == 2'd2   ) ? D2 :
                                    D3 ;
endmodule
module ex_mem_reg (
    input               clk,
    input               reset,
    input               branch_instruction_in,
    input               mem_re_in,
    input               mem_we_in,
    input               reg_file_write_in,
    input               branch_in,
    input       [1:0]   select_mux_2_in,
    input       [1:0]   select_mux_4_in,
    input       [31:0]  reg_b_in,
    input       [4:0]   addr_rd_in,
    input       [31:0]  alu_in,
    input       [31:0]  add_pc_in,
    output reg          mem_re_out,
    output reg          mem_we_out,
    output reg          reg_file_write_out,
    output reg          branch_out,
    output reg  [1:0]   select_mux_2_out,
    output reg  [1:0]   select_mux_4_out,
    output reg  [31:0]  reg_b_out,
    output reg  [31:0]  alu_out,
    output reg          branch_instruction_out,
    output reg [4:0]    addr_rd_out,
    output reg  [31:0]  add_pc_out
);
    always @(posedge clk or posedge reset) begin
        if (reset) begin
            mem_re_out          <= 1'b0;
            mem_we_out          <= 1'b0;
            branch_instruction_out <= 1'b0;
            reg_file_write_out  <= 1'b0;
            branch_out          <= 1'b0;
            select_mux_2_out    <= 2'b0;
            select_mux_4_out    <= 2'b0;
            addr_rd_out         <= 5'b0;
            reg_b_out           <= 32'b0;
            alu_out             <= 32'b0;
            add_pc_out          <= 32'b0;
        end else begin
            mem_re_out          <= mem_re_in;
            mem_we_out          <= mem_we_in;
            reg_file_write_out  <= reg_file_write_in;
            branch_out          <= branch_in;
            select_mux_2_out    <= select_mux_2_in;
            select_mux_4_out    <= select_mux_4_in;
            branch_instruction_out <= branch_instruction_in;
            addr_rd_out         <= addr_rd_in;
            reg_b_out           <= reg_b_in;
            alu_out             <= alu_in;
            add_pc_out          <= add_pc_in;
        end
    end
endmodule
module ex (
    input               clk,
    input               reset,
    input               mem_re_in,
    input               mem_we_in,
    input               branch_instruction_in,
    input               reg_file_write_in,
    input       [6:0]   funct7e3,
    input       [1:0]   alu_op,
    input       [4:0]   addr_rd_in,
    input       [1:0]   select_mux_1,
    input       [1:0]   select_mux_2_in,
    input       [1:0]   select_mux_4_in,
    input       [31:0]  reg_in_a,
    input       [31:0]  reg_in_b,
    input       [31:0]  immediate_in,
    input       [31:0]  pc_in,
    output              mem_re_out,
    output              mem_we_out,
    output              reg_file_write_out,
    output              branch_out,
    output      [1:0]   select_mux_2_out,
    output      [1:0]   select_mux_4_out,
    output      [4:0]   addr_rd_out,
    output      [31:0]  reg_b_out,
    output      [31:0]  alu_out,
    output              branch_instruction_out,
    output      [31:0]  add_pc_out
    );
    wire [3:0] flags;
    wire [2:0] op;
    wire branch_in;
    wire [31:0] alu_in, add_pc_in;
    wire [31:0] mux_1_out;
    mux_4 MUX_1 (
        .select     (select_mux_1),
        .D0         (reg_in_b),
        .D1         (immediate_in),
        .D2         (32'b0),  
        .D3         (32'b0),
        .out        (mux_1_out)
    );
    alu_uc ALU_UC (
        .clk        (clk),
        .funct7e3   (funct7e3),
        .aluOp      (alu_op),
        .op         (op),
        .branch     (branch_in),
        .flags      (flags)
    );
    alu_dp ALU_DP (
        .op         (op),
        .A          (reg_in_a),
        .B          (mux_1_out),
        .flags      (flags),
        .R          (alu_in)
    );
    add_sub32 ADD_BRANCH (
    .op         ( 1'b0             ),
    .A          ( immediate_in    ),
    .B          ( pc_in           ),
    .R          ( add_pc_in       ),
    .carryOut   (                  )
);
    ex_mem_reg EX_MEM_REG (
        .clk                (clk),
        .reset              (reset),
        .mem_re_in          (mem_re_in),
        .mem_we_in          (mem_we_in),
        .addr_rd_in         (addr_rd_in),
        .addr_rd_out        (addr_rd_out),
        .branch_instruction_in (branch_instruction_in),
        .branch_instruction_out (branch_instruction_out),
        .reg_file_write_in  (reg_file_write_in),
        .branch_in          (branch_in),
        .select_mux_2_in    (select_mux_2_in),
        .select_mux_4_in    (select_mux_4_in),
        .reg_b_in           (reg_in_b),
        .alu_in             (alu_in),
        .add_pc_in          (add_pc_in),
        .mem_re_out         (mem_re_out),
        .mem_we_out         (mem_we_out),
        .reg_file_write_out (reg_file_write_out),
        .branch_out         (branch_out),
        .select_mux_2_out   (select_mux_2_out),
        .select_mux_4_out   (select_mux_4_out),
        .reg_b_out          (reg_b_out),
        .alu_out            (alu_out),
        .add_pc_out         (add_pc_out)
    );
endmodule
```

==> flow_metrics.py <==
# Physical implementation metrics
metrics = {
    "clock_network": {
        "cts_tree": "yes",
        "cts_root_buf": "clkbuf_16",
        "htree_levels": 3,
        "holdBufCountCts": 0,
        "numCtsBuffers": 9,
        "clk_path_buf_depth": 2,
        "clk_pin_slew_ps": 80,
    },
    "logic_synthesis": {
        "yosysWarnings": 0,
        "syn_area_um2": 10190,
        "async_flop_share_pct": 97.35,
        "area_leaders": "dfrtp_1 (27%), ha_1 (18%), a21oi_1 (5.2%), nor2_1 (4.5%), xnor2_1 (4.4%)",
        "ys_chip_area_um2": 10190,
        "synth_cells": 1210,
        "synth_top_area_share_pct": 27.01,
        "synth_area_leader_cell": "dfrtp_1",
        "syn_area_per_cell_um2": 8.421,
        "synth_top_flop_cell": "dfrtp_1",
        "synth-seq-cells": 113,
        "yosys_cells": 1210,
        "yosysUniqueCellTypes": 86,
        "edf_count": 0,
    },
    "timing": {
        "hold_violations": 0,
        "rsz0062_at_grt": "true",
        "finalClockPeriodUsage_pct": 298.4,
        "unclocked_regs": 3,
        "fin_ws_ps": -1984,
        "untimed_endpoints": 3,
        "worstMarginPinSlew_ps": 806.2,
        "maxSlewHeadroom_pct": 46.20,
        "period_needed_ps": 2984,
        "setup_viol": 172,
        "fmax_mhz": 335.1,
        "slew_violations": 0,
    },
    "finish": {
        "area_growth_pct": 90.96,
        "final_cell_area_um2": 19460,
        "drive_gt1_share_pct": 51.36,
    },
    "worst_hold_path": {
        "hp-class": "in -> reg",
        "hold-path-endpoint": "EX_MEM_REG.add_pc_out[0]",
        "hp-start": "pc_in[0]",
        "hold_depth": 2,
    },
    "route": {
        "wl_per_cell_um": 17.23,
        "dr.pass1.iters": 7,
        "drt-vias-per-instance": 4.889,
        "drc_errors": 0,
        "drt-total-wl_um": 41390,
        "drt_iter0_drc": 495,
        "ant_nets": 0,
        "num_vias": 11744,
    },
    "setup_path": {
        "worstSetupStartpointType": "primary input",
        "cp.arrival_ps": 3290,
        "endpoint_kind": "flip-flop",
        "crit_path_max_fanout": 7,
        "required_ps": 1300,
        "crit_type": "in -> reg",
    },
    "outcome": {
        "violations": "negative setup slack",
        "outcome": "finished, violations left",
    },
    "power": {
        "p_leak_nw": 8.959,
        "fin_total_pwr_mw": 19.65,
        "irDropWorstVdd_uv": 855.0,
        "power.density_nw_per_um2": 1010,
    },
    "die": {
        "initial_utilization_pct": 30.46,
        "rows": 67,
        "ioPinCount": 264,
        "core_um2": 33450,
        "die_w_um": 186.3,
        "die-area_um2": 34710,
        "die_h_um": 186.3,
    },
    "placed_design": {
        "portBuffers": 263,
        "gp_congestion": 0.9679,
        "hpwlAfterDp_um": 31870,
        "place_area_um2": 16920,
    },
    "global_routing": {
        "grt_pass1_vias": 11651,
        "antenna_found_initial": 3,
        "grtUsageTotal_pct": 23.95,
        "grt-ovfl-total": 0,
        "grt_pass1_wl_um": 63790,
        "grt_max_degree": 45,
    },
    "job": {
        "cap_violations": 0,
        "tool_warnings": 109,
    },
}
[sequential cells by signal (all words and copies together) (netlist names)]
register / flops
ALU_UC.op: 3
EX_MEM_REG.add_pc_out: 32
EX_MEM_REG.addr_rd_out: 5
EX_MEM_REG.alu_out: 32
EX_MEM_REG.branch_instruction_out: 1
EX_MEM_REG.branch_out: 1
EX_MEM_REG.mem_re_out: 1
EX_MEM_REG.mem_we_out: 1
EX_MEM_REG.reg_b_out: 32
EX_MEM_REG.reg_file_write_out: 1
EX_MEM_REG.select_mux_2_out: 2
EX_MEM_REG.select_mux_4_out: 2
[synthesized netlist by cell type (4+ instances only)]
cell type and n:
a21o_1 28, o211ai_1 6, xor2_1 16, nand4_1 8
mux2i_1 35, nand3_1 19, or2_2 8, o21a_1 11
nand2_1 76, buf_1 8, a22oi_1 17, dfrtp_1 110
ha_1 144, nor2_1 123, clkbuf_1 31, o21ai_0 77
a31oi_1 9, o22ai_1 7, o221ai_1 4, inv_1 111
nor3_1 23, o21bai_1 13, nor2b_1 9, xnor2_1 51
and3_1 7, nor4_1 8, nand2b_1 16, a211oi_1 23
a21oi_1 105, o31ai_1 11, a32oi_1 5, o21ai_1 9
nand3b_1 5, a21boi_0 4
[layout make-up]
type                    instances  area, um2
clock inverters                 7      88.84
diodes                          3      7.507
well taps                     448      560.5
flip-flops and latches        113       2798
clock buffers                   9      225.2
fillers                      2709      13990
repair buffers                770       6247
multi-input cells             940       9105
inverters                     112      426.7
[repair_timing]
action / in CTS / in global routing
gates cloned: 3 / 0
setup endpoints to repair: 174 / 171
buffers inserted: 45 / 33
pin swaps: 160 / 119
resized: 783 / 146
[worst max path at each step]
stage                   start                      to  slack [ps]  cells after the start
finish        select_mux_1[0]  EX_MEM_REG.alu_out[28]       -1980                     16
global route  select_mux_1[0]  EX_MEM_REG.alu_out[28]       -2050                     19
CTS           select_mux_1[0]  EX_MEM_REG.alu_out[28]       -1940                     16
[worst max-delay path, cell delays in order]
cell and delay, ps:
buf_12 100, buf_12 160, mux2i_4 260, nor2_4 70, buf_6 120, ha_4 200
or4_4 520, nor3_4 170, a21oi_4 110, a31oi_4 180, a21boi_4 100, o31a_4 330
o41ai_4 260, a211oi_2 140, nand3b_4 180, o221ai_2 190
[cell families (layout without fill, tap and decap cells)]
family	Yosys count	after routing	share of synthesized area (%)
muxes	38	38	3.991
xor gates and xnor gates	67	67	5.759
and+or+nand+nor	320	320	14.71
latches	3	3	0.4420
DFF	110	110	27.01
adders and majority gates	147	147	18.27
other	0	3	0
buffers and inverters	157	898	5.980
AOI/OAI and AO/OA	368	368	23.83
[where the power goes]
part	internal [mW]	switching, mW	leakage (nW)
Combinational	5.73	4.81	7.50
Clock	1.81	2.07	0.152
Sequential	5.08	0.158	1.31
Total	12.6	7.03	8.96
[layout by cell type (no fill, tap or decap), types with 25 or more instances in the layout]
| cell | count |
|---|---|
| ha_1 | 89 |
| a21oi_2 | 39 |
| ha_4 | 46 |
| buf_2 | 115 |
| clkdlybuf4s50_1 | 91 |
| a21o_1 | 28 |
| buf_6 | 62 |
| xnor2_1 | 40 |
| a21oi_1 | 58 |
| inv_1 | 91 |
| nor2_1 | 83 |
| buf_4 | 434 |
| dlygate4sd2_1 | 36 |
| nand2_1 | 67 |
| o21ai_0 | 35 |
| o21ai_2 | 25 |
| dfrtp_1 | 110 |
[routing by layer]
layer	share of wire (%)	vias to the layer above	GRT usage, %
met3	4.8	84	3.572
li1	-	5743	-
met1	44	5580	32.65
met2	47	335	39.49
met5	0.031	-	0
met4	4.1	2	7.629
[metrics by stage]
step | instances | hold WS [ps] | setup slack, ps | setup TNS [ps] | util (%)
final | 2402 | 53.14 | -1984 | -82500 | 58.18
after global routing | 2401 | 43.61 | -2050 | -91770 | 58.17
after CTS | 2378 | 37.27 | -1942 | -81030 | 55.92
after detailed placement | 2318 | 603.5 | -2881 | -125150 | 50.60
after global placement | 2318 | 597.3 | -2893 | -125530 | 50.60
after floorplan | 1210 | 231.4 | -2102 | -130230 | -
Power and IR drop assume default switching activity.
